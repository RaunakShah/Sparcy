### ./constraint.sdc
current_design IDEXReg

set clk_period 1.0
set clk_io_pct 0.2

create_clock -name clk0 -period $clk_period [get_ports {clk}]

set non_clock_inputs [all_inputs -no_clocks]
set_input_delay [expr $clk_period * $clk_io_pct] -clock clk0 $non_clock_inputs
set_output_delay [expr $clk_period * $clk_io_pct] -clock clk0 [all_outputs]
### ./config.mk
export PLATFORM = sky130hd
export DESIGN_NAME = IDEXReg
export DESIGN_NICKNAME = IDEXReg
export VERILOG_FILES = /design/flow/design.v
export SDC_FILE = /design/flow/constraint.sdc
export NUM_CORES = 4
export LEC_CHECK = 1
export CORE_AREA = 10 10 441 441
export DIE_AREA = 0 0 451 451
### ./run.sh
#!/bin/bash
# OpenROAD 26Q1-2900-gdf79404cd8, Yosys 0.63+post, stock flow scripts
make -C /OpenROAD-flow-scripts/flow DESIGN_CONFIG=/design/flow/config.mk WORK_HOME=/design/flow/orfs finish
### ./design.v
module IDEXReg
#(
	PC_SIZE = 32,
	INST_SIZE = 32
)
(
	input clk,
	input reset,
	input [PC_SIZE-1:0] IDEX_PCplus4_in,
	input [INST_SIZE-1:0] IDEX_valA_in,
	input [INST_SIZE-1:0] IDEX_valB_in,
	input [63:0] IDEX_valD_in,
	input [INST_SIZE-1:0] IDEX_valDdouble_in,
	input IDEX_a_in,
	input [5:0] IDEX_op3_in,
	input IDEX_i_in,
	input [12:0] IDEX_imm13_in,
	input [21:0] IDEX_disp22_in, 
	input [1:0] IDEX_op_in, 
	input [3:0] IDEX_cond_in, 
	input [2:0] IDEX_op2_in, 
	input [4:0] IDEX_rd_in,
	input [29:0] IDEX_disp30_in, 
	output [PC_SIZE-1:0] IDEX_PCplus4_out,
	output [INST_SIZE-1:0] IDEX_valA_out,
	output [INST_SIZE-1:0] IDEX_valB_out,
	output [63:0] IDEX_valD_out,
	output IDEX_a_out,
	output [5:0] IDEX_op3_out,
	output IDEX_i_out,
	output [12:0] IDEX_imm13_out,
	output [21:0] IDEX_disp22_out, 
	output [1:0] IDEX_op_out, 
	output [3:0] IDEX_cond_out, 
	output [2:0] IDEX_op2_out, 
	output [4:0] IDEX_rd_out,
	output [29:0] IDEX_disp30_out,
	input IDEX_regWrite_in,
	output IDEX_regWrite_out,
	input IDEX_regWriteDouble_in,
	output IDEX_regWriteDouble_out,
	input ex_ready,
	input [3:0] IDEX_icc_in,
	input [4:0] IDEX_cwp_in,
	input [31:0] IDEX_wim_in,
	input [31:0] IDEX_Y_in,
	output [3:0] IDEX_icc_out,
	output [4:0] IDEX_cwp_out,
	output [31:0] IDEX_wim_out,
	output [31:0] IDEX_Y_out,
	input IDEX_icc_write_in, IDEX_Y_write_in,
	output IDEX_icc_write_out, IDEX_Y_write_out,
	input [31:0] IDEX_g1_in, IDEX_o0_in, IDEX_o1_in, IDEX_o2_in, IDEX_o3_in, IDEX_o4_in, IDEX_o5_in,
	output [31:0] IDEX_g1_out, IDEX_o0_out, IDEX_o1_out, IDEX_o2_out, IDEX_o3_out, IDEX_o4_out, IDEX_o5_out
);
always_ff @(posedge clk) begin
	if (reset) begin
		IDEX_PCplus4_out <= 0;
		IDEX_valA_out <= 0;
		IDEX_valB_out <= 0;
		IDEX_valD_out <= 0;
		IDEX_a_out <= 0;
		IDEX_op_out <= 0;
		IDEX_i_out <= 0;
		IDEX_imm13_out <= 0;
		IDEX_disp22_out <= 0;
		IDEX_op3_out <= 0;
		IDEX_cond_out <= 0;
		IDEX_op2_out <= 0;
		IDEX_rd_out <= 0;
		IDEX_disp30_out <= 0;
		IDEX_regWrite_out <= 0;
		IDEX_regWriteDouble_out <= 0;
		IDEX_icc_out <= 0;
		IDEX_cwp_out <= 0;
		IDEX_wim_out <= 0;
		IDEX_Y_out <= 0;
		IDEX_icc_write_out <= 0;
		IDEX_Y_write_out <= 0;
		IDEX_g1_out <= 0;
		IDEX_o0_out <= 0;
		IDEX_o1_out <= 0;
		IDEX_o2_out <= 0;
		IDEX_o3_out <= 0;
		IDEX_o4_out <= 0;
		IDEX_o5_out <= 0;
	end
	else begin
		if (ex_ready) begin
			IDEX_PCplus4_out <= IDEX_PCplus4_in;
			IDEX_valA_out <= IDEX_valA_in; 
			IDEX_valB_out <= IDEX_valB_in;
			IDEX_valD_out <= IDEX_valD_in;
			IDEX_a_out <= IDEX_a_in ;
			IDEX_op_out <= IDEX_op_in ;
			IDEX_i_out <= IDEX_i_in ;
			IDEX_imm13_out <= IDEX_imm13_in ;
			IDEX_disp22_out <= IDEX_disp22_in ;
			IDEX_op3_out <= IDEX_op3_in ;
			IDEX_cond_out <= IDEX_cond_in ;
			IDEX_op2_out <= IDEX_op2_in ;
			IDEX_rd_out <= IDEX_rd_in ;
			IDEX_disp30_out <= IDEX_disp30_in ;
			IDEX_regWrite_out <= IDEX_regWrite_in;
			IDEX_regWriteDouble_out <= IDEX_regWriteDouble_in;
			IDEX_icc_out <= IDEX_icc_in;
			IDEX_cwp_out <= IDEX_cwp_in;
			IDEX_wim_out <= IDEX_wim_in;
			IDEX_Y_out <= IDEX_Y_in;
			IDEX_icc_write_out <= IDEX_icc_write_in;
			IDEX_Y_write_out <= IDEX_Y_write_in;
			IDEX_g1_out <= IDEX_g1_in;
			IDEX_o0_out <= IDEX_o0_in;
			IDEX_o1_out <= IDEX_o1_in;
			IDEX_o2_out <= IDEX_o2_in;
			IDEX_o3_out <= IDEX_o3_in;
			IDEX_o4_out <= IDEX_o4_in;
			IDEX_o5_out <= IDEX_o5_in;
		end
	end
end
endmodule
==> flow_summary.json <==
{
  "tightest_slew_ns": 0.609,
  "dieArea_mm2": 0.203,
  "first_global_vias": 17500,
  "area_growth_pct": 80.8,
  "synth-seq-cells": 548,
  "rows": 158,
  "skew_ns": 0,
  "top_cell_area_share": 0.556,
  "power_density_mw_per_mm2": 1570,
  "r2r_cells": 4,
  "ys_types": 10,
  "syn_avg_cell_area_um2": 11.2,
  "ys_seq_share": 0.556,
  "cp.required_ns": 0.80,
  "core_region_area_mm2": 0.185,
  "largest_reg_flops": 64,
  "drtIter0Drc": 722,
  "finalCritPeriodShare": 1.41,
  "ys_cells": 1766,
  "warnings": 59,
  "cts_inserted_buffers": 66,
  "maxCapViolations": 0,
  "hold_depth": 4,
  "vdd_drop_max_v": 0.00117,
  "crit_arrival_ns": 1.21,
  "drive_gt1_frac": 0.453,
  "grt_pass1_wl_um": 126000,
  "dp_slack_ns": -0.485,
  "track_usage": 0.0833,
  "fill_cells": 20200,
  "rsz0062_at_grt": "yes",
  "yosys_area_mm2": 0.0197,
  "worst_slack_ns": -0.414,
  "holdPathEnd": "IDEX_o1_out[1]",
  "top_register": "IDEX_valD_out",
  "grt_overflow": 0,
  "grt_max_degree": 46,
  "drt-total-wl_um": 89700,
  "power_mw": 56.1,
  "holdWs_ns": 0.135,
  "die_h_um": 451,
  "worst-path-buf-inv": 1,
  "h-tree-depth": 3,
  "fin_tns_setup_ns": -150.39,
  "wl_per_cell_um": 16.2,
  "seqCellArea_mm2": 0.0117,
  "max_stage_delay_ns": 0.44,
  "gp_congestion": 0.850,
  "die_x_um": 451,
  "vias": 16900,
  "yosysWarningCount": 59,
  "hpwl_um": 71500,
  "io_buffer_count": 1098,
  "criticalPathCategory": "reg -> out",
  "violations": "negative setup slack",
  "root_buffer": "clkbuf_16",
  "p_leak_nw": 16.2,
  "fp-utilization": 0.107,
  "crit_family": "flip-flops",
  "fmax_ghz": 0.707,
  "area_leaders": "dfxtp_1 56%, mux2i_1 28%, nor2_1 10%",
  "slowest_stage": "dfxtp_4",
  "worstHoldStart": "ex_ready",
  "layout_min_cycle_time_ns": 1.41,
  "r2r-start": "IDEX_valD_out[63]",
  "crit_fanout": 2,
  "hp-class": "in -> reg",
  "timing.rr.end": "IDEX_valD_out[63]",
  "setup_violations": 753,
  "clk_pin_slew_worst_paths_ns": 0.06,
  "syn_inst": 1766,
  "drc": 0,
  "ant_nets": 0,
  "critical_path_depth": 1,
  "status": "finished with violations",
  "r2r_slack_ns": 0.05,
  "cts.path.max_buffers": 3,
  "max_slew_margin": 0.594,
  "drt_pass1_iterations": 5,
  "clock.latency.late_pin_ns": 0.60,
  "endpoint_kind": "output pin",
  "final_max_slew_viol_count": 0,
  "start_kind": "flip-flop",
  "cts_tree": "done",
  "yosysTopAreaCell": "dfxtp_1",
  "hold_viol": 0,
  "viasPerCell": 3.06,
  "crit_chain": "buf_6",
  "clock-sinks": 548,
  "antenna_found_initial": 9,
  "top_level_ports": 1131,
  "netlist_area_mm2": 0.0197,
  "logic_area_mm2": 0.00754
}
==> repair_timing <==
action / 4_1_cts / 5_1_grt
buffers inserted: 19 / 6
resized: 2618 / 30
hold buffers: 2 / 0
hold endpoints to repair: 30 / 0
cloned: 0 / 3
setup endpoints to repair: 549 / 633
==> synthesized netlist by cell type <==
cell,count
buf_4,2
buf_12,5
buf_2,52
buf_8,53
mux2i_1,548
buf_1,2
clkbuf_1,7
nor2_1,548
dfxtp_1,548
buf_6,1
==> final cells by class <==
cell class	instances	share of cell area
repair buffers	1281	0.313
multi-input cells	1096	0.211
clock inverters	21	0.00670
flip-flops and latches	548	0.329
clock buffers	94	0.0529
diodes	6	0.000421
well taps	2480	0.0870
==> cells in the final DEF (no fill, tap or decap) <==
| cell | netlist | routed |
|---|---|---|
| mux2i_1 | 548 | 548 |
| nor2_1 | 548 | 548 |
| clkdlybuf4s50_1 | 0 | 548 |
| dfxtp_2 | 0 | 523 |
| buf_2 | 52 | 369 |
| buf_6 | 1 | 176 |
| buf_4 | 2 | 154 |
| clkbuf_16 | 0 | 70 |
| dfxtp_4 | 0 | 25 |
| buf_12 | 5 | 24 |
| clkbuf_1 | 7 | 16 |
| clkbuf_8 | 0 | 11 |
| clkinv_2 | 0 | 9 |
| diode_2 | 0 | 6 |
| bufinv_16 | 0 | 3 |
| clkinvlp_4 | 0 | 3 |
| buf_16 | 0 | 3 |
| clkinv_8 | 0 | 2 |
| inv_6 | 0 | 2 |
| dlygate4sd3_1 | 0 | 2 |
| buf_8 | 53 | 2 |
| inv_8 | 0 | 1 |
| inv_16 | 0 | 1 |
==> power breakdown <==
group / internal (mW) / total, mW / switching [mW]
Sequential: 23.4 / 24.2 / 0.807
Combinational: 5.05 / 7.89 / 2.83
Clock: 14.0 / 24.0 / 10.0
Total: 42.4 / 56.1 / 13.7
==> routing by layer <==
| layer | global-route usage | share of wire | vias to the layer above |
|---|---|---|---|
| met3 | 0.0278 | 0.077 | 109 |
| met4 | 0.0260 | 0.035 | 0 |
| met1 | 0.0970 | 0.38 | 7915 |
| li1 | - | - | 8304 |
| met2 | 0.144 | 0.50 | 600 |
| met5 | 0 | 0 | - |
==> worst register-to-register path: stages (launching register included) <==
cell,delay [ns]
dfxtp_4,0.40
buf_4,0.15
mux2i_1,0.13
nor2_1,0.05
buf_4,0.12
==> kinds of logic after synthesis <==
| kind of cell | after synthesis | share of synthesized area |
|---|---|---|
| AND/OR/NAND/NOR | 548 | 0.104 |
| flip-flops | 548 | 0.556 |
| multiplexers | 548 | 0.278 |
| buffers and inverters | 122 | 0.0616 |
==> worst max path at each step <==
stage                startpoint           endpoint  slack, ns
global route  IDEX_valD_out[63]  IDEX_valD_out[63]      -0.51
finish        IDEX_valD_out[63]  IDEX_valD_out[63]      -0.41
CTS           IDEX_valD_out[63]  IDEX_valD_out[63]      -0.53
==> stage by stage <==
step / util / std cells / area [um2]
final: 0.193 / 5526 / 35700
after global routing: 0.193 / 5526 / 35700
after CTS: 0.191 / 5511 / 35400
after detailed placement: 0.184 / 5376 / 34100
after global placement: 0.184 / 5376 / 34100
after floorplan: - / 1766 / 19700
No activity file was given, so power comes from the tool's default toggle rates.
