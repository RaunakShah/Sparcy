File: design.v
module EXMemReg
#(
	PC_SIZE = 32,
	INST_SIZE = 32
)
(
	input clk,
	input reset,
	input [63:0] EXMem_target_in,
	input EXMem_mux_sel_in,
	input [4:0] EXMem_regD_in,
	input [63:0] EXMem_alures_in,
	input [1:0] EXMem_op_in,
	input [2:0] EXMem_op2_in,
	input [5:0] EXMem_op3_in,
	output [63:0] EXMem_target_out,
	output EXMem_mux_sel_out,
	output [4:0] EXMem_regD_out,
	output [63:0] EXMem_alures_out,
	output [1:0] EXMem_op_out,
	output [2:0] EXMem_op2_out,
	output [5:0] EXMem_op3_out,
	input [63:0] EXMem_valD_in,
	output [63:0] EXMem_valD_out,
	input EXMem_regWrite_in,
	output EXMem_regWrite_out,
	input EXMem_regWriteDouble_in,
	output EXMem_regWriteDouble_out,
	input mem_ready,
	input [3:0] EXMem_icc_in,
	output [3:0] EXMem_icc_out,
	input EXMem_icc_write_in, EXMem_Y_write_in,
	output EXMem_icc_write_out, EXMem_Y_write_out,
	input [31:0] EXMem_Y_in,
	output [31:0] EXMem_Y_out
);
always_ff @(posedge clk) begin
	if (reset) begin
		EXMem_target_out <= 0;
		EXMem_mux_sel_out <= 0;
		EXMem_regD_out <= 0; 
		EXMem_alures_out <= 0;
		EXMem_op_out <= 0;
		EXMem_op2_out <= 0;
		EXMem_op3_out <= 0;
		EXMem_valD_out <= 0;
		EXMem_regWrite_out <= 0;
		EXMem_regWriteDouble_out <= 0;
		EXMem_icc_out <= 0;
		EXMem_icc_write_out <= 0;
		EXMem_Y_out <= 0;
		EXMem_Y_write_out <= 0;
	end
	else begin
		if (mem_ready) begin
			EXMem_target_out <= EXMem_target_in;
			EXMem_mux_sel_out <= EXMem_mux_sel_in;  
			EXMem_regD_out <= EXMem_regD_in; 
			EXMem_alures_out <= EXMem_alures_in;
			EXMem_op_out <= EXMem_op_in;
			EXMem_op2_out <= EXMem_op2_in;
			EXMem_op3_out <= EXMem_op3_in;
			EXMem_valD_out <= EXMem_valD_in;
			EXMem_regWrite_out <= EXMem_regWrite_in;
			EXMem_regWriteDouble_out <= EXMem_regWriteDouble_in;
			EXMem_icc_out <= EXMem_icc_in;
			EXMem_icc_write_out <= EXMem_icc_write_in;
			EXMem_Y_out <= EXMem_Y_in;
			EXMem_Y_write_out <= EXMem_Y_write_in;
		end
	end
end
endmodule
File: run.sh
#!/bin/bash
# OpenROAD 26Q1-2900-gdf79404cd8, Yosys 0.63+post, stock flow scripts
make -C /OpenROAD-flow-scripts/flow DESIGN_CONFIG=/design/flow/config.mk WORK_HOME=/design/flow/orfs finish
File: config.mk
export PLATFORM = sky130hd
export DESIGN_NAME = EXMemReg
export DESIGN_NICKNAME = EXMemReg
export VERILOG_FILES = /design/flow/design.v
export SDC_FILE = /design/flow/constraint.sdc
export NUM_CORES = 4
export LEC_CHECK = 1
export CORE_AREA = 10 10 301 301
export DIE_AREA = 0 0 311 311
File: constraint.sdc
current_design EXMemReg

set clk_period 1.0
set clk_io_pct 0.2

create_clock -name clk0 -period $clk_period [get_ports {clk}]

set non_clock_inputs [all_inputs -no_clocks]
set_input_delay [expr $clk_period * $clk_io_pct] -clock clk0 $non_clock_inputs
set_output_delay [expr $clk_period * $clk_io_pct] -clock clk0 [all_outputs]
==> impl_metrics.py <==
# Metrics from the implementation run
metrics = {
    "timing": {
        "tns_ns": -48.75,
        "setup_viol": 249,
        "setup_ws_ns": -0.244,
        "max_freq_mhz": 804,
        "relSlewSlack": 0.731,
        "period_minus_slack_ns": 1.24,
        "timing.final.crit_share": 1.24,
        "rsz0062_at_grt": "yes",
        "hold_viol": 0,
        "slew_viol_final": 0,
        "skew_ns": 0,
        "worstMarginPinSlew_ns": 0.403,
    },
    "cells_and_area": {
        "regArea_um2": 5300,
        "area.combinational_um2": 3430,
        "syn2layout_area_growth_pct": 74.5,
        "drive_gt1_frac": 0.442,
        "num-fill-cells": 9333,
    },
    "synthesis": {
        "ys_top_logic_family": "multiplexers",
        "synth-cells-yosys": 803,
        "yosys-stat-area_um2": 9040,
        "synthAoiAreaFrac": 0,
        "yosysTopAreaCellShare": 0.551,
        "synthAdderAreaFrac": 0,
        "synth_simple_gate_area_share": 0.103,
        "synth_cell_types": 10,
        "yosysTopAreaCell": "dfxtp_1",
        "synth_area_um2": 9040,
        "mux_area_frac": 0.276,
        "ys_seq_share": 0.551,
        "synth_cells": 803,
        "ys_async_sr_fraction": 0,
        "flop_cell": "dfxtp_1",
        "synth-seq-cells": 249,
        "synth.avg_cell_area_um2": 11.3,
        "xor_share": 0,
        "edf_count": 0,
        "post_synth_main_area_contributors": "dfxtp_1 55%, mux2i_1 28%, nor2_1 10%",
        "common_cells": "249 x dfxtp_1, 249 x mux2i_1, 249 x nor2_1, 22 x buf_12, 22 x buf_2",
        "yosysWarnings": 29,
    },
    "worst_setup_path": {
        "path_depth": 1,
        "rr_startpoint": "EXMem_alures_out[26]",
        "cp_slowest_cell": "dfxtp_2",
        "ff2ff_setup_slack_ns": 0.15,
        "cp.buffers_inverters": 1,
        "cp_cell_sequence": "buf_2",
        "end_kind": "output pin",
        "startpoint_type": "register",
        "slowest_delay_ns": 0.35,
        "rr_worst_depth": 4,
        "cp.required_ns": 0.80,
        "r2r-end": "EXMem_alures_out[26]",
        "crit_path_start": "EXMem_op3_out[0]",
        "cpLargestDelayFamily": "flip-flops",
        "cp_max_fo": 2,
        "arrival_ns": 1.04,
        "endpoint": "EXMem_op3_out[0]",
        "crit_type": "register to output pin",
    },
    "place": {
        "hpwl_um": 26600,
        "pre_cts_ws_ns": -0.205,
        "io_buffers": 500,
        "gp_congestion": 0.792,
    },
    "floorplanning": {
        "io_pins": 501,
        "chipArea_um2": 96700,
        "fp.dieH_um": 311,
        "die_x_um": 311,
        "coreArea_um2": 83800,
        "initCoreUtil": 0.108,
        "row_count": 106,
    },
    "routing": {
        "routed-via-count": 7598,
        "drc": 0,
        "viasPerCell": 3.04,
        "first_pass_iters": 4,
        "drt-total-wl_um": 34600,
        "antennaDiodeCount": 0,
        "ant_nets": 0,
        "wl_per_cell_um": 13.9,
        "drtIter0Drc": 220,
    },
    "run_status": {
        "status": "finished with violations",
        "failed_checks": "negative setup slack",
    },
    "run": {
        "max_cap_viol_count": 0,
        "warning_count": 27,
    },
    "global_routing": {
        "grt_max_degree": 44,
        "use_met1": 0.0863,
        "antenna_found_initial": 1,
        "gr-total-overflow": 0,
        "met3_usage": 0.0348,
        "busiest_layer": "met2",
        "grt_use_met2": 0.104,
        "grtUsageTotal": 0.0681,
        "grt_pass1_wl_um": 51000,
        "first_global_vias": 7931,
    },
    "power": {
        "clkPwrFrac": 0.432,
        "pwr-share-comb": 0.132,
        "powerDensity_nw_per_um2": 1590,
        "intPower_w": 0.0193,
        "power_leakage_nw": 7.20,
        "fin_total_pwr_w": 0.0251,
        "swShare": 0.231,
        "seqPwrFrac": 0.436,
        "switchingPower_w": 0.00580,
        "ir_drop_uv": 1170,
    },
    "clock_tree": {
        "cts-buffers-inserted": 30,
        "tritoncts": "built",
        "cts_sinks": 249,
        "worstSkewPairLatency_ns": 0.57,
        "clk_pin_slew_ns": 0.06,
        "htree_num_levels": 1,
        "cts_root_buf": "clkbuf_16",
        "clk_path_buf_depth": 3,
    },
    "hold_path": {
        "hold_path_class": "input pin to register",
    },
}
## timing repair
item	in CTS	in global routing
buffers inserted	6	4
setup endpoints to repair	249	256
hold buffers	2	0
gates resized	1098	16
hold endpoints to repair	4	0
## sequential cells by signal (all words and copies together), names as in the netlist, 2 cells and up
signal / count
EXMem_valD_out: 64
EXMem_op_out: 2
EXMem_icc_out: 4
EXMem_target_out: 64
EXMem_alures_out: 64
EXMem_op2_out: 3
EXMem_op3_out: 6
EXMem_Y_out: 32
EXMem_regD_out: 5
## layout by cell type (no fill, tap or decap), drive strengths merged
cell,count
buf,311
bufinv,2
clkbuf,47
clkdlybuf4s50,249
clkinv,3
dfxtp,249
dlygate4sd3,2
inv,1
mux2i,249
nor2,249
## layer usage
metal / wire, µm / up-vias
met5: 7 / -
met4: 736 / 2
met3: 4320 / 42
met2: 14900 / 409
met1: 14700 / 3405
li1: - / 3740
## cells by family (layout without fill, tap and decap cells)
group	after synthesis	in the layout
muxes	249	249
DFF	249	249
and+or+nand+nor	249	249
buffers and inverters	56	615
## cell type report
| type | instances | area share |
|---|---|---|
| clock buffers | 47 | 0.0561 |
| clock inverters | 6 | 0.00555 |
| multi-input cells | 498 | 0.217 |
| flip-flops and latches | 249 | 0.336 |
| well taps | 1134 | 0.0899 |
| repair buffers | 562 | 0.295 |
## how the worst min path moves through the flow
stage | start | endpoint | depth (start not counted)
CTS | mem_ready | EXMem_alures_out[36] | 4
finish | mem_ready | EXMem_alures_out[36] | 4
global route | mem_ready | EXMem_target_out[25] | 4
## power by group through the flow
stage                 logic [W]  registers (W)  clock network, W
final                   0.00330         0.0109            0.0108
after global routing    0.00364         0.0110            0.0117
after CTS               0.00334         0.0109            0.0114
## through the flow
stage | util | hold slack (ns) | area (µm²) | instances
6_report | 0.188 | 0.161 | 15800 | 2496
5_1_grt | 0.188 | 0.160 | 15800 | 2496
4_1_cts | 0.187 | 0.120 | 15700 | 2492
3_5_place_dp | 0.184 | 0.480 | 15400 | 2431
3_3_place_gp | 0.184 | 0.470 | 15400 | 2431
2_1_floorplan | - | 0.347 | 9040 | 803
No activity file was given, so power comes from the tool's default toggle rates.
