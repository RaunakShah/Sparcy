[design/flow/config.mk]
export PLATFORM = sky130hd
export DESIGN_NAME = MemWBReg
export DESIGN_NICKNAME = MemWBReg
export VERILOG_FILES = /design/flow/design.v
export SDC_FILE = /design/flow/constraint.sdc
export NUM_CORES = 4
export LEC_CHECK = 1
export CORE_AREA = 10 10 181 181
export DIE_AREA = 0 0 191 191
[design/flow/constraint.sdc]
current_design MemWBReg

set clk_period 1.0
set clk_io_pct 0.2

create_clock -name clk0 -period $clk_period [get_ports {clk}]

set non_clock_inputs [all_inputs -no_clocks]
set_input_delay [expr $clk_period * $clk_io_pct] -clock clk0 $non_clock_inputs
set_output_delay [expr $clk_period * $clk_io_pct] -clock clk0 [all_outputs]
[design/flow/design.v]
module MemWBReg
#(
	PC_SIZE = 32,
	INST_SIZE = 32
)
(
	input clk,
	input reset,
	input [63:0] MemWB_alures_in,
	input [63:0] MemWB_load_data_in,
	input [4:0] MemWB_regD_in,
	input [1:0] MemWB_op_in,
	input [2:0] MemWB_op2_in,
	input [5:0] MemWB_op3_in,
	output [63:0] MemWB_alures_out,
	output [63:0] MemWB_load_data_out,
	output [4:0] MemWB_regD_out,
	output [1:0] MemWB_op_out,
	output [2:0] MemWB_op2_out,
	output [5:0] MemWB_op3_out,
	input MemWB_regWrite_in,
	output MemWB_regWrite_out,
	input MemWB_regWriteDouble_in,
	output MemWB_regWriteDouble_out,
	input [3:0] MemWB_icc_in,
	output [3:0] MemWB_icc_out,
	input MemWB_icc_write_in, MemWB_Y_write_in,
	output MemWB_icc_write_out, MemWB_Y_write_out,
	input [31:0] MemWB_Y_in,
	output [31:0] MemWB_Y_out
);
always_ff @(posedge clk) begin
	if (reset) begin
		MemWB_alures_out <= 0;
		MemWB_load_data_out <= 0;
		MemWB_op_out <= 00;
		MemWB_op2_out <= 100;
		MemWB_op3_out <= 0;
		MemWB_regD_out <= 0;
		MemWB_regWrite_out <= 0;
		MemWB_regWriteDouble_out <= 0;
		MemWB_icc_out <= 0;
		MemWB_icc_write_out <= 0;
		MemWB_Y_out <= 0;
		MemWB_Y_write_out <= 0;
	end
	else begin
		MemWB_regD_out <= MemWB_regD_in; 
		MemWB_alures_out <= MemWB_alures_in;
		MemWB_op_out <= MemWB_op_in;
		MemWB_op2_out <= MemWB_op2_in;
		MemWB_op3_out <= MemWB_op3_in;
		MemWB_load_data_out <= MemWB_load_data_in;
		MemWB_regWrite_out <= MemWB_regWrite_in;
		MemWB_regWriteDouble_out <= MemWB_regWriteDouble_in;
		MemWB_icc_out <= MemWB_icc_in;
		MemWB_icc_write_out <= MemWB_icc_write_in;
		MemWB_Y_out <= MemWB_Y_in;
		MemWB_Y_write_out <= MemWB_Y_write_in;
	end
end
endmodule
[design/flow/run.sh]
#!/bin/bash
# OpenROAD 26Q1-2900-gdf79404cd8, Yosys 0.63+post, stock flow scripts
make -C /OpenROAD-flow-scripts/flow DESIGN_CONFIG=/design/flow/config.mk WORK_HOME=/design/flow/orfs finish
==> metrics.yaml <==
antenna_found_initial: 0
initial_core_util: 0.172
ir_drop_mv: 0.893
die_h_um: 191
setup_tns_ns: -4.30
fin_ws_ns: -0.0960
drtPass1Iterations: 4
boundaryPins: 370
worst_slew_pin_slew_ns: 0.278
period_used_share: 1.10
adder_share: 0
ys_cells: 388
cts.sinks: 184
cp_max_fo: 1
cap_violations: 0
synthTopCellsByCount: "dfxtp_1, nor2b_1, buf_2"
synthTopLogicFamily: "simple AND/OR/NAND/NOR gates"
synth_warnings: 25
place_congestion: 0.767
top_cell_area_share: 0.746
synthesis.area_um2: 4940
grt_pass1_vias: 4141
ctsHoldBuffers: 0
synth_flops: 184
post-cts-setup-buffer-count: 0
post_dp_cell_area_um2: 9110
violations: "negative setup slack"
area_growth_pct: 78.7
synth-edff-count: 0
core_area_um2: 28800
status: "finished with violations"
top_cell: "dfxtp_1"
path_cells: "buf_6"
path_class: "register to output pin"
power.density_nw_per_um2: 1780
warning_count: 27
regArea_um2: 3720
grt.overflow.total: 0
utilization: 0.307
slew_viol_final: 0
critPathLaunchType: "register"
cts_tree: "built"
antenna_left: 0
cts_buffer_depth: 2
synth_area_per_cell_um2: 12.7
max_stage_delay_ns: 0.37
grt_setup_unrepaired: "true"
fin_crit_ns: 1.10
yosys.area_share.aoi: 0
worstSetupEndpointType: "output pin"
clkTransAtPathRegs_ns: 0.08
drive_above_1_share: 0.315
path_delay_family: "flip-flops"
synth_cells: 388
rows: 62
hold_class: "input port to register"
clock.fmax_mhz: 912
async_flop_share: 0
max-slew-margin-rel: 0.814
n_antenna_cell: 0
combGateArea_um2: 1150
slowest_stage: "dfxtp_4"
root_buffer: "clkbuf_16"
synth.largest_area_cell: "dfxtp_1"
dpl.hpwl_mm: 14.9
leakage_nw: 3.87
mux_share: 0
setup_viol: 183
io_buffers: 369
drt_wl_total_mm: 18.8
required_ns: 0.80
vias: 3830
ys_top_cells_by_area: "dfxtp_1, nor2b_1, buf_2, buf_6, clkbuf_1"
die_w_um: 191
synth-xor-area-share: 0
cp_num_buf_inv: 1
wl_per_cell_um: 16.1
flop_cell: "dfxtp_1"
fin_total_pwr_mw: 15.7
hold_viol_final: 0
drcViolationCount: 0
drtIter0Drc: 69
simple_gate_area_frac: 0.233
via_per_inst: 3.30
synth.distinct_cells: 6
die_area_um2: 36500
grt_use_total: 0.0978
grt_max_degree: 45
ys_seq_frac: 0.746
design_area_um2: 8820
worst_hold_slack_ns: 0.115
ys_area_um2: 4940
h-tree-depth: 4
grt_pass1_wl_mm: 26.6
cp_data_arrival_time_ns: 0.90
fillers: 3026
cts_buffers: 17
-- where the power goes --
group / total, mW / leakage [nW] / internal [mW] / switching, mW
Clock: 6.36 / 0.263 / 3.28 / 3.08
Sequential: 7.81 / 1.54 / 7.72 / 0.0936
Combinational: 1.51 / 2.07 / 1.10 / 0.408
-- placed cells by master, fill, tap and decap left out, types with 4 or more instances in the layout --
master           instances
dfxtp_1                161
buf_4                    5
dfxtp_2                 19
clkbuf_16               17
nor2b_1                183
dfxtp_4                  4
buf_6                    9
clkdlybuf4s50_1        184
clkinv_4                 5
inv_8                    4
buf_2                  176
-- cells by family after synthesis --
logic type             after synthesis
AND/OR/NAND/NOR                    184
buffers and inverters               20
flip-flops                         184
-- through the flow --
stage,instances,worst slack [ns]
5_1_grt,1161,-0.139
3_5_place_dp,1129,-0.147
2_1_floorplan,388,0.198
4_1_cts,1161,-0.131
6_report,1161,-0.0960
3_3_place_gp,1129,-0.142
-- flip-flops by register name, summed over array words and instances (netlist names) --
register                  count
MemWB_alures_out             64
MemWB_load_data_out          64
MemWB_Y_out                  32
MemWB_op3_out                 6
MemWB_regD_out                5
MemWB_icc_out                 4
MemWB_op2_out                 3
MemWB_op_out                  2
MemWB_Y_write_out             1
MemWB_icc_write_out           1
MemWB_regWriteDouble_out      1
MemWB_regWrite_out            1
-- routing by layer --
| metal | vias to the layer above | wire length (um) | global-route usage |
|---|---|---|---|
| li1 | 1916 | - | - |
| met1 | 1663 | 7040 | 0.111 |
| met2 | 239 | 8710 | 0.159 |
| met3 | 12 | 2760 | 0.0593 |
| met4 | 0 | 235 | 0.0112 |
| met5 | - | 0 | 0 |
-- final cells by class --
cell class	instances	area share
Clock buffer	20	0.0495
Sequential cell	184	0.422
Multi-Input combinational cell	184	0.130
Clock inverter	12	0.0128
Tap cell	384	0.0544
Timing Repair Buffer	377	0.331
-- timing repair --
| item | in CTS | in global routing |
|---|---|---|
| endpoints found under the setup margin | 184 | 184 |
| cloned | 0 | 0 |
| gates resized | 639 | 8 |
-- final timing paths --
check                                    from                      end  slack [ns]  depth (start not counted)
worst max-delay path  MemWB_load_data_out[38]  MemWB_load_data_out[38]        -0.1                          1
worst min-delay path                    reset         MemWB_op3_out[0]        0.12                          2
Power figures rest on the tool's default switching activity, not on a simulated workload.
